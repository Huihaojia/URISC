**flow/config.mk**
```make
export PLATFORM = sky130hd
export DESIGN_NAME = URISC
export DESIGN_NICKNAME = URISC
export VERILOG_FILES = /design/flow/design.v
export SDC_FILE = /design/flow/constraint.sdc
export NUM_CORES = 4
export LEC_CHECK = 1
export CORE_UTILIZATION = 30
```
**flow/constraint.sdc**
```tcl
current_design URISC

set clk_period 13.2
set clk_io_pct 0.2

create_clock -name clk0 -period $clk_period [get_ports {clk}]

set non_clock_inputs [all_inputs -no_clocks]
set_input_delay [expr $clk_period * $clk_io_pct] -clock clk0 $non_clock_inputs
set_output_delay [expr $clk_period * $clk_io_pct] -clock clk0 [all_outputs]
```
**flow/design.v**
```verilog
module URISC_Data_Path #(
    parameter WIDTH = 'd16, DEPTH = 'd512
)(
    input clk,
    input reset,
    input Run,
    input PC_out,
    input PC_in,
    input R_in,
    input Comp,
    input Z_in,
    input N_in,
    input C_in,
    input Read,
    input MDR_in,
    input MAR_in,
    input MDR_out,
    input [WIDTH-1:0] Data_in,
    output reg Zero,
    output reg Neg,
    output wire Nop,
    output wire [$clog2(DEPTH)-1:0] Addr,
    output wire [WIDTH-1:0] Data_out,
    output wire [WIDTH-1:0] MDR,
    output wire [$clog2(DEPTH)-1:0] MAR
);
    reg [$clog2(DEPTH)-1:0] PC_reg, MAR_reg;
    reg [WIDTH-1:0] R, MDR_reg, Bus_A, Bus_B;
    reg [WIDTH:0] Acc_out;
    assign Addr = MAR_reg;
    assign MAR = MAR_reg;
    assign Data_out = Bus_B;
    assign MDR = MDR_reg;
    assign Nop = PC_reg == 0;
    always@(posedge clk, negedge reset) begin
        if(!reset) begin
            PC_reg <= 0;
        end else begin
            if(Run) PC_reg <= 'd1;
            if(PC_in) PC_reg <= Bus_B;
        end
    end
    always@(posedge clk, negedge reset) begin
        if(!reset) begin
            R <= 0;
        end else begin
            if(R_in) R <= Bus_A;
        end
    end
    always@(posedge clk, negedge reset) begin
        if(!reset) begin
            MDR_reg <= 0;
        end else begin
            if(MDR_in) MDR_reg <= Bus_B;
            else if(Read) MDR_reg <= Data_in;
        end
    end
    always@(negedge clk, negedge reset) begin
        if(!reset) begin
            MAR_reg <= 0;
        end else begin
            if(MAR_in) MAR_reg <= Bus_B[$clog2(DEPTH)-1:0];
        end
    end
    always@(posedge clk, negedge reset) begin
        if(!reset) begin
            Zero <= 0;
        end else begin
            if(Z_in) Zero <= Acc_out == 0;
        end
    end
    always@(posedge clk, negedge reset) begin
        if(!reset) begin
            Neg <= 0;
        end else begin
            if(N_in) begin
                if(Acc_out[WIDTH-1:0]==0) Neg <= 0;
                else Neg <= Acc_out[WIDTH];
            end
        end
    end
    always@(*) begin
        Acc_out <= {Bus_A[WIDTH-1], Bus_A} + (Comp ? ~{R[WIDTH-1], R} : {(WIDTH+1){1'b0}}) + C_in;
    end
    always@(*) begin
        Bus_B <= Acc_out;
    end
    always@(*) begin
        case({PC_out, MDR_out})
        2'b01: Bus_A <= MDR_reg;
        2'b10: Bus_A <= PC_reg;
        default: Bus_A <= 0;
        endcase
    end
endmodule
module URISC_Control_Path #(
    parameter WIDTH = 'd16, DEPTH = 'd512
)(
    input clk,
    input reset,
    input Run,
    input Stop,
    input Neg,
    input Zero,
    output reg PC_out,
    output reg PC_in,
    output reg R_in,
    output reg Comp,
    output reg Z_in,
    output reg N_in,
    output reg C_in,
    output reg MDR_in,
    output reg MAR_in,
    output reg MDR_out,
    output reg Data_CS,
    output reg Inst_CS,
    output reg Read,
    output reg Write,
    output reg [3:0] Counter
);
    parameter C0 = 4'b0000;
    parameter C1 = 4'b0001;
    parameter C2 = 4'b0010;
    parameter C3 = 4'b0011;
    parameter C4 = 4'b0100;
    parameter C5 = 4'b0101;
    parameter C6 = 4'b0110;
    parameter C7 = 4'b0111;
    parameter C8 = 4'b1000;
    parameter IDLE = 4'b1111;
    reg [15:0] Collection;
    reg Run_flag;
    reg NNend, Zend;
    always@(*) begin
        {PC_out, PC_in, R_in, Comp, Z_in, N_in, C_in, MDR_in,
        MAR_in, MDR_out, Data_CS, Inst_CS, Read, Write, NNend, Zend} <= Collection;
    end
    always@(posedge clk, negedge reset) begin
        if(!reset) Run_flag <= 0;
        else if(Stop & Run_flag) Run_flag <= 0;
        else if(Run & ~Run_flag) Run_flag <= 1;
    end
    always@(posedge clk, negedge reset) begin
        if(!reset) begin
            Counter <= 0;
        end else begin
            if(Run_flag) begin
                if(Counter == C8) Counter <= C0;
                else if(Counter == C7 && (NNend & ~Neg)) Counter <= C0;
                else Counter <= Counter + 1;
            end
        end
    end
    always@(*) begin
        case(Counter)
        C0: Collection <= 16'b1000100010011001;
        C1: Collection <= 16'b0000000011101000;
        C2: Collection <= 16'b0010000001000000;
        C3: Collection <= 16'b1100001010011000;
        C4: Collection <= 16'b0000000011101000;
        C5: Collection <= 16'b0001011101100100;
        C6: Collection <= 16'b1100001010011000;
        C7: Collection <= 16'b1100001000000010;
        C8: Collection <= 16'b0100000001000000;
        default: Collection <= 16'b0;
        endcase
    end
endmodule
module URISC #(
    parameter WIDTH = 'd16, DEPTH = 'd512
)(
    input clk,
    input reset,
    input Run,
    input Stop,
    input [WIDTH-1:0] Data_in,
    input [$clog2(DEPTH)-1:0] Inst_in,
    output wire Data_CS, Inst_CS, Read, Write,
    output wire [$clog2(DEPTH)-1:0] MAR,
    output wire [WIDTH-1:0] Data_out,
    output wire [3:0] State
);
    wire PC_out;
    wire PC_in;
    wire R_in;
    wire Comp;
    wire Z_in;
    wire N_in;
    wire C_in;
    wire MDR_in;
    wire MAR_in;
    wire MDR_out;
    wire Neg, Zero, Nop;
    wire [WIDTH-1:0] MDR;
    wire [$clog2(DEPTH)-1:0] Addr;
    reg [WIDTH-1:0] MDR_data_in;
    always@(*) begin
        if(Inst_CS) MDR_data_in <= Inst_in;
        else if(Data_CS) MDR_data_in <= Data_in;
        else MDR_data_in <= 0;
    end
    URISC_Data_Path #(
        .WIDTH(WIDTH), .DEPTH(DEPTH)
    ) D0 (
        .clk(clk),
        .reset(reset),
        .Run(Run),
        .PC_out(PC_out),
        .PC_in(PC_in),
        .R_in(R_in),
        .Comp(Comp),
        .Z_in(Z_in),
        .N_in(N_in),
        .C_in(C_in),
        .Read(Read),
        .MDR_in(MDR_in),
        .MAR_in(MAR_in),
        .MDR_out(MDR_out),
        .Data_in(MDR_data_in),
        .Neg(Neg),
        .Zero(Zero),
        .Nop(Nop),
        .Addr(Addr),
        .Data_out(Data_out),
        .MDR(MDR),
        .MAR(MAR)
    );
    URISC_Control_Path#(
        .WIDTH(WIDTH), .DEPTH(DEPTH)
    ) C0 (
        .clk(clk),
        .reset(reset),
        .Run(Run),
        .Stop(Stop | Nop),
        .Neg(Neg),
        .Zero(Zero),
        .PC_out(PC_out),
        .PC_in(PC_in),
        .R_in(R_in),
        .Comp(Comp),
        .Z_in(Z_in),
        .N_in(N_in),
        .C_in(C_in),
        .MDR_in(MDR_in),
        .MAR_in(MAR_in),
        .MDR_out(MDR_out),
        .Data_CS(Data_CS),
        .Inst_CS(Inst_CS),
        .Read(Read),
        .Write(Write),
        .Counter(State)
    );
endmodule
```
**flow/run.sh**
```bash
#!/bin/bash
# OpenROAD 26Q1-2900-gdf79404cd8, Yosys 0.63+post, stock flow scripts
make -C /OpenROAD-flow-scripts/flow DESIGN_CONFIG=/design/flow/config.mk WORK_HOME=/design/flow/orfs finish
```
==> impl_metrics.csv <==
group,metric,value,unit
cts,hold_buffers,0,
yosys,yosysSeqAreaShare,38.6,%
power_and_ir_drop,p_int,652,µW
floorplan,pin_count,62,
placed_design,port_buffers,61,
setup_path,regToRegSetupSlack,2.22,ns
power_and_ir_drop,p_clk_share,11.4,%
cts,cts_buffers,5,
cts,cts_setup_buffers,0,
power_and_ir_drop,cellLeakagePower,0.00218,µW
yosys,yosys-stat-area,3630,µm²
worst_hold_path,hold_path_depth,2,
final_layout,utilization,39.0,%
routing,drt-pass1-iter-count,4,
yosys,ys_sh_simple,20.3,%
worst_hold_path,hold_class,"flop to flop",
yosys,synth.largest_area_cell,"dfrtp_1",
grt,grt_max_degree,41,
timing,rsz0062_at_grt,"no",
placed_design,dp_hpwl,7.61,mm
yosys,syn_area,3630,µm²
floorplan,fp_util,31.3,%
yosys,netlist.area_leader.share,32.4,%
setup_path,crit_type,"flop to flop",
cts,clk_pin_slew,0.07,ns
final_layout,final_cell_mix,"nand2_1, clkdlybuf4s50_1, dfrtp_1",
final_layout,drive_gt1_share,5.87,%
yosys,edf_count,0,
power_and_ir_drop,power.density,267,nW/µm²
timing,drv_slew,0,
yosys,xor_area_share,2.17,%
routing,via_per_inst,5.29,
cts,cts-root-buf,"clkbuf_16",
yosys,synthTopCellsByArea,"dfrtp_1, ha_1, nand2_1, dfrtn_1, nor2_1",
power_and_ir_drop,switching_share,46.0,%
cts,cts.repair.resized,0,
grt,grt_pass1_wl,17.0,mm
routing,remaining_drc_errors,0,
yosys,logic_family,"AND-OR/OR-AND gates",
final_layout,area_growth,24.9,%
floorplan,num_rows,39,
routing,totalWireLength,10.4,mm
floorplan,core,11600,µm²
floorplan,die_w,112,µm
yosys,ys_warn_count,3,
timing,fin_setup_tns,0,ns
worst_hold_path,whs_endpoint,"D0.MAR_reg[2]$_DFFE_NN0P_",
setup_path,startpoint_type,"flop",
grt,antenna_found_initial,0,
yosys,yosysCellCount,423,
power_and_ir_drop,switchingPower,556,µW
routing,antenna_left,0,
grt,track_usage,17.7,%
worst_hold_path,hp-start,"D0.MAR_reg[2]$_DFFE_NN0P_",
yosys,async_flop_share,100,%
job,tool_warnings,30,
cts,cts_sinks,56,
routing,vias,3277,
grt,grt_overflow,0,
floorplan,die-height,112,µm
floorplan,chip_area,12500,µm²
outcome,outcome,"completed",
power_and_ir_drop,ir_worst_vdd,0.137,mV
yosys,ys_sh_adder,9.03,%
cts,htree_levels,2,
timing,fin_skew,0.0210,ns
setup_path,r2r-end,"D0.MAR_reg[8]$_DFFE_NN0P_",
timing,relSlewSlack,46.2,%
job,drv_cap,0,
yosys,compound_area_share,22.4,%
setup_path,rr_worst_depth,17,
final_layout,lay_top_count,"nand2_1",
cts,clock_path_buffers,2,
yosys,mux_area_share,2.76,%
power_and_ir_drop,p_comb_share,65.0,%
yosys,syn_inst,423,
setup_path,worst_ep_required_time,6.74,ns
placed_design,gp_congestion,0.901,
yosys,avgSynthCellArea,8.58,µm²
routing,wl_per_cell,16.8,µm
routing,diodes,0,
timing,hold_violations,0,
timing,setup_viol,0,
cts,cts_tree,"done",
yosys,flop_cell,"dfrtp_1",
setup_path,r2r_start,"C0.Counter[0]$_DFFE_PN0P_",
cts,clkLatencyLatePin,0.31,ns
setup_path,crit_fanout,9,
timing,worst_pin_slew,0.807,ns
setup_path,end_kind,"flop",
setup_path,crit_arrival,4.53,ns
yosys,ys_types,51,
power_and_ir_drop,seq_power_share,23.6,%
yosys,ys_ff,56,
grt,grt_pass1_vias,3190,
routing,drt_iter0_markers,150,
per-layer routing:
metal | routed length (µm) | GRT usage (%) | vias up
li1 | - | - | 1602
met1 | 4970 | 27.5 | 1561
met2 | 4630 | 26.8 | 102
met3 | 668 | 3.32 | 12
met4 | 136 | 2.40 | 0
met5 | 0 | 0.784 | -
how the worst max path moves through the flow:
stage / start / depth (start not counted) / to
final: C0.Counter[0]$_DFFE_PN0P_ / 17 / D0.MAR_reg[8]$_DFFE_NN0P_
after global routing: C0.Counter[0]$_DFFE_PN0P_ / 17 / D0.MAR_reg[8]$_DFFE_NN0P_
after CTS: C0.Counter[0]$_DFFE_PN0P_ / 17 / D0.MAR_reg[8]$_DFFE_NN0P_
power groups by stage:
stage,combinational [µW],clock [µW],sequential [µW]
6_report,785,138,285
5_1_grt,876,149,294
4_1_cts,791,142,285
cells by family after synthesis:
logic type / count (synthesis)
and+or+nand+nor: 159
AOI/OAI and AO/OA: 120
DFF: 56
buffers and inverters: 45
adders and majority gates: 25
xor gates and xnor gates: 9
muxes: 9
per-stage QoR:
step	instance area, µm²	std cells	hold WS (ns)	setup slack [ns]	total power, µW
after global placement	4380	612	0.427	2.47	1070
after detailed placement	4380	612	0.426	2.27	1070
after floorplan	3630	423	0.382	2.77	741
after global routing	4530	620	0.453	1.82	1320
final	4530	620	0.425	2.22	1210
after CTS	4530	620	0.433	2.27	1220
cell type report:
type	count	area [µm²]
flip-flops and latches	56	1400
well taps	143	179
clock inverters	3	22.5
multi-input cells	322	2060
repair buffers	68	658
inverters	23	86.3
fillers	1175	7080
clock buffers	5	125
cells in the mapped netlist (3+ instances only):
master and n:
dfrtp_1 47, o21ai_1 8, clkbuf_1 16, nor3b_1 6
inv_1 22, nor2b_1 7, o21ai_0 28, xnor2_1 3
or3_1 3, and2_1 7, o21bai_1 3, a21o_1 11
a221o_1 9, xor2_1 6, mux2_2 8, dfrtn_1 9
o211ai_1 7, nand2_1 65, and3_1 3, nor3_1 5
nor2_1 40, ha_1 23, a22o_1 8, a21oi_1 18
nand2b_1 3, buf_1 6, a211oi_1 6, nand3_1 11
a31oi_1 8
critical path, cell delays in order (launching register included):
cell and delay [ns]:
dfrtp_1 0.44, inv_1 0.14, ha_1 0.32, nor2_1 0.06
o21ai_0 0.25, inv_1 0.09, a21oi_1 0.18, ha_1 0.27
nor2b_1 0.48, a22o_1 0.28, fa_1 0.24, inv_1 0.07
fa_1 0.39, nor2b_1 0.15, o31a_1 0.26, o21ai_1 0.12
xor2_1 0.33, o21ai_0 0.14
Power is estimated from default activity; no workload was simulated.
